==> flow/design.v <==
`timescale 1ns / 1ps
module traffic_light (clk, Pa, Pb, Pc, Pd, Ra_tmp, Rb_tmp, Rc_tmp, Rd_tmp, Ga_tmp, Gb_tmp, Gc_tmp, Gd_tmp, Ya_tmp, Yb_tmp, Yc_tmp, Yd_tmp);
input clk;
input Pa,Pb,Pc,Pd;
output reg Ra_tmp,Rb_tmp,Rc_tmp,Rd_tmp;
output reg Ga_tmp,Gb_tmp,Gc_tmp,Gd_tmp;
output reg Ya_tmp,Yb_tmp,Yc_tmp,Yd_tmp;
reg[3:0] state;
reg[3:0] nextstate;
reg [27:0] count=0;
initial
begin
 state = 0;
end
always @(state or Pa or Pb or Pc or Pd)
begin
 Ra_tmp = 1'b0 ;
 Rb_tmp = 1'b0 ;
 Rc_tmp = 1'b0 ;
 Rd_tmp = 1'b0 ;
 Ga_tmp = 1'b0 ;
 Gb_tmp = 1'b0 ;
 Gc_tmp = 1'b0 ;
 Gd_tmp = 1'b0 ;
 Ya_tmp = 1'b0 ;
 Yb_tmp = 1'b0 ;
 Yc_tmp = 1'b0 ;
 Yd_tmp = 1'b0 ;
 nextstate = 0;
 case (state)
 0, 1 :
 begin
 Rb_tmp = 1'b1 ;
 Rd_tmp = 1'b1 ;
 Ga_tmp = 1'b1 ;
 Rc_tmp = 1'b1 ;
 nextstate = state + 1;
 end
 2 :
 begin
 Rb_tmp = 1'b1 ;
 Rd_tmp = 1'b1 ;
 Ga_tmp = 1'b1 ;
 Rc_tmp = 1'b1 ;
 if (Pb==1'b0 && Pc==1'b0 && Pd==1'b0 && Pa==1'b1)
 begin
 nextstate = 2;
 end
 else if(Pb==1'b1)
 begin
 nextstate = 3;
 end 
 else if(Pc==1'b1)
 begin 
 nextstate = 7;
 end
 else if(Pd==1'b1)
 begin 
 nextstate = 11;
 end
 else 
 begin
 nextstate = 3;
 end
 end
 3 :
 begin
 Ya_tmp = 1'b1 ;
 Ga_tmp = 1'b0 ;
 Rc_tmp = 1'b1 ;
 Rb_tmp = 1'b1 ;
 Rd_tmp = 1'b1 ;
 nextstate = 4 ;
 end
 4,5 :
 begin
 Gb_tmp = 1'b1 ;
 Ya_tmp = 1'b0 ;
 Rd_tmp = 1'b1 ;
 Ra_tmp = 1'b1 ;
 Rc_tmp = 1'b1 ;
 nextstate = state + 1;
 end
 6 :
 begin
 Gb_tmp = 1'b1 ;
 Rd_tmp = 1'b1 ;
 Ra_tmp = 1'b1 ;
 Rc_tmp = 1'b1 ;
 if (Pa==1'b0 && Pb==1'b1 && Pc==1'b0 && Pd==1'b0)
 begin
 nextstate = 6;
 end 
 else if(Pc==1'b1)
 begin
 nextstate = 7;
 end 
 else if(Pd==1'b1)
 begin 
 nextstate = 11;
 end
 else if(Pa==1'b1)
 begin 
 nextstate = 15;
 end
 else begin 
 nextstate = 7;
 end
 end
 7 :
 begin
 Ra_tmp = 1'b1 ;
 Rc_tmp = 1'b1 ;
 Yb_tmp = 1'b1 ;
 Gb_tmp = 1'b0 ;
 Rd_tmp = 1'b1 ;
 nextstate = 8 ;
 end
 8,9 :
 begin
 Rb_tmp = 1'b1 ;
 Rd_tmp = 1'b1 ;
 Ra_tmp = 1'b1 ;
 Yb_tmp = 1'b0 ;
 Gc_tmp = 1'b1 ;
 nextstate = state + 1 ;
 end
 10 :
 begin
 Gc_tmp = 1'b1 ;
 Rd_tmp = 1'b1 ;
 Ra_tmp = 1'b1 ;
 Rb_tmp = 1'b1 ;
 if (Pa==1'b0 && Pb==1'b0 && Pc==1'b1 && Pd==1'b0)
 begin
 nextstate = 10;
 end 
 else if(Pd==1'b1)
 begin
 nextstate = 11;
 end 
 else if(Pb==1'b1)
 begin
 nextstate = 3;
 end 
 else if(Pa==1'b1)
 begin 
 nextstate = 15;
 end
 else begin 
 nextstate = 11;
 end
 end
 11 :
 begin
 Ra_tmp = 1'b1;
 Yc_tmp = 1'b1;
 Rb_tmp = 1'b1;
 Rd_tmp = 1'b1;
 Gc_tmp = 1'b0;
 nextstate = 12;
 end
 12,13 :
 begin
 Rb_tmp = 1'b1 ;
 Gd_tmp = 1'b1 ;
 Ra_tmp = 1'b1 ;
 Rc_tmp = 1'b1 ;
 Yc_tmp = 1'b0;
 nextstate = state + 1 ;
 end
 14 :
 begin
 Rb_tmp = 1'b1 ;
 Gd_tmp = 1'b1 ;
 Ra_tmp = 1'b1 ;
 Rc_tmp = 1'b1 ;
 if (Pa==1'b0 && Pb==1'b0 && Pc==1'b0 && Pd==1'b1)
 begin
 nextstate = 14;
 end 
 else if(Pa==1'b1)
 begin
 nextstate = 15;
 end
 else if(Pb==1'b1)
 begin
 nextstate = 3;
 end 
 else if(Pc==1'b1)
 begin 
 nextstate = 7;
 end
 else begin 
 nextstate = 15;
 end
 end
 15 :
 begin
 Ra_tmp = 1'b1;
 Rc_tmp = 1'b1;
 Rb_tmp = 1'b1;
 Yd_tmp = 1'b1;
 Gd_tmp = 1'b0;
 nextstate = 0;
 end
 endcase
end
always @(posedge clk)
begin
 state <= nextstate ;
end
endmodule
==> flow/run.sh <==
#!/bin/bash
# OpenROAD 26Q1-2900-gdf79404cd8, Yosys 0.63+post, stock flow scripts
make -C /OpenROAD-flow-scripts/flow DESIGN_CONFIG=/design/flow/config.mk WORK_HOME=/design/flow/orfs finish
==> flow/config.mk <==
export PLATFORM = sky130hd
export DESIGN_NAME = traffic_light
export DESIGN_NICKNAME = traffic_light
export VERILOG_FILES = /design/flow/design.v
export SDC_FILE = /design/flow/constraint.sdc
export NUM_CORES = 4
export LEC_CHECK = 1
export CORE_AREA = 10 10 70 70
export DIE_AREA = 0 0 80 80
==> flow/constraint.sdc <==
current_design traffic_light

set clk_period 2.2
set clk_io_pct 0.2

create_clock -name clk0 -period $clk_period [get_ports {clk}]

set non_clock_inputs [all_inputs -no_clocks]
set_input_delay [expr $clk_period * $clk_io_pct] -clock clk0 $non_clock_inputs
set_output_delay [expr $clk_period * $clk_io_pct] -clock clk0 [all_outputs]
==> run_results.csv <==
group,metric,value,unit
critical_path,endpoint_kind,"output pin",
final_layout,largest_register_ffs,4,
power,leakage,0.4029,nW
synth,syn_area_per_cell,7.102,um2
hold_path,hp-class,"flip-flop to flip-flop",
flow_run,warning_count,30,
synth,synthArstFlopShare,0,%
sta,final_max_slew_viol_count,0,
final_layout,top_register,"state",
clock_network,postCtsHoldBufs,0,
routing,vias,644,
die,die_y,80,um
synth,ys_seq_share,15.88,%
critical_path,crit_fanout,15,
place,hpwl,1177,um
place,dpl_cell_area,743.2,um2
final_layout,top_regs,"state (4)",
routing,final_antenna_net_count,0,
final_layout,finalInstanceArea,924.6,um2
sta,slew_headroom,69.56,%
sta,worstMarginPinSlew,0.4561,ns
synth,synth-main-ff-cell,"dfxtp_1",
die,fp_util,14.76,%
clock_network,cts_tree,"yes",
power,powerDensity,1720,nW/um2
critical_path,r2r_start,"state[0]$_DFF_P_",
critical_path,crit_type,"flip-flop to output pin",
final_layout,area_growth,83.37,%
sta,finalClockSkew,0.003630,ns
critical_path,worst_setup_path_start_kind,"flip-flop",
sta,rsz0062_at_grt,"yes",
clock_network,cts_max_level,1,
routing,route.detailed.drc,0,
run_status,status,"completed",
critical_path,worstPathArrival,1.71,ns
global_route,grt_use_total,4.958,%
clock_network,root_buffer,"clkbuf_4",
synth,ys_ff,4,
routing,diodes,0,
global_route,first_global_vias,604,
routing,wirelength,1635,um
sta,period_needed,2.152,ns
power,max-vdd-ir-drop,0.0004129,V
routing,firstDrtPassIters,4,
synth,syn-cell-area,504.2,um2
sta,fmax,464.7,MHz
die,rows,21,
hold_path,hp-start,"state[0]$_DFF_P_",
critical_path,cp-startpoint,"state[0]$_DFF_P_",
die,die_w,80,um
sta,setup_viol,0,
global_route,grt_pass1_wl,2725,um
global_route,grt_antenna_before_repair,0,
place,dpl.cell_count,136,
final_layout,layout_top_cell,"buf_4",
clock_network,numCtsBuffers,3,
clock_network,worstSkewPairLatency,0.23,ns
global_route,grt_remaining_overflow,0,
final_layout,finalNonFillerCells,146,
final_layout,fillers,364,
critical_path,critPathRequiredTime,1.76,ns
clock_network,clk_pin_slew,0.04,ns
place,gp_congestion,0.8362,
synth,edf_count,0,
clock_network,clk_path_buf_depth,2,
synth,synthCells,71,
synth,ys_cells,71,
final_layout,layout-drive-gt1-share,37.00,%
synth,ys_chip_area,504.2,um2
die,dieArea,6400,um2
global_route,grt_start_max_net_pins,16,
routing,detail_route.wl_per_cell,11.20,um
routing,via_per_inst,4.411,
flow_run,maxCapViolCount,0,
power,power,1.591,mW
routing,drtIter0Drc,45,
synth,synth.distinct_cells,33,
clock_network,clkSinkCount,4,
sta,fin_crit_sh,97.82,%
place,port_buffers,16,
die,core,3416,um2
sta,finalHoldViolCount,0,
synth,synth_warnings,1,
die,ios,17,
final_layout,lay_top_cells,"buf_4 (9), a21oi_2 (7)",
[repair_timing]
item	4_1_cts	5_1_grt
endpoints found under the setup margin	12	6
cloned	1	0
buffers inserted	3	3
gates resized	25	18
pin swaps	7	6
endpoints found under the hold margin	0	0
[per-stage QoR]
| step | worst slack (ns) | util [%] | hold slack (ns) | TNS [ns] |
|---|---|---|---|---|
| floorplan | 0.4011 | - | 0.5264 | 0 |
| global placement | -0.06798 | 21.76 | 0.6210 | -0.3190 |
| detailed placement | -0.09897 | 21.76 | 0.6291 | -0.6943 |
| CTS | -0.1400 | 25.35 | 0.6281 | -0.5758 |
| global route | -0.02158 | 27.07 | 0.6505 | -0.03443 |
| finish | 0.04786 | 27.07 | 0.6261 | 0 |
[logic make-up after synthesis]
family / share of synthesized area (%)
and+or+nand+nor: 37.47
buffers and inverters: 8.435
AOI/OAI and AO/OA: 26.55
xor gates and xnor gates: 1.737
DFF: 15.88
adders and majority gates: 9.926
[worst paths after layout]
kind / slack (ns) / cells after the start / to
setup / recovery: 0.05 / 5 / Yd_tmp
hold / removal: 0.63 / 2 / state[0]$_DFF_P_
setup reg to reg: 0.56 / 6 / state[0]$_DFF_P_
hold reg to reg: 0.63 / 2 / state[0]$_DFF_P_
[critical path, cell delays in order, from the launching register on]
cell and delay [ns]:
dfxtp_2 0.35, buf_6 0.11, buf_4 0.11, ha_4 0.26, and3_1 0.19, clkdlybuf4s50_1 0.46
[synth_stat cells (all sizes together), types with 3 or more instances]
library cell / count / area (um2)
nand2: 5 / 18.77
nor3: 3 / 15.01
nand2b: 3 / 18.77
nand3: 3 / 15.01
nor2: 6 / 30.03
o21ai: 4 / 20.02
a21oi: 10 / 50.05
ha: 4 / 50.05
buf: 3 / 27.52
dfxtp: 4 / 80.08
inv: 3 / 11.26
[metal layers]
layer / global-route usage [%] / wire [um] / vias up
li1: - / - / 326
met1: 6.325 / 761 / 299
met2: 7.705 / 735 / 17
met3: 1.932 / 103 / 2
met4: 1.056 / 34 / 0
met5: 0 / 0 / -
[power breakdown]
group / internal [mW] / switching [mW]
clock: 0.0610 / 0.0301
combinational: 0.755 / 0.526
sequential: 0.125 / 0.0928
[cell type report]
cell class,count,area [um2],area share (%)
clock buffers,3,22.52,2.436
inverters,3,13.76,1.488
multi-input cells,61,474.2,51.29
flip-flops and latches,4,85.08,9.202
well taps,46,57.56,6.225
repair buffers,29,271.5,29.36
Power and IR drop assume default switching activity.
